`design.v`:
```
`timescale 1ns / 1ps
module vga(
    input [7:0] switch,
    input clk,
    output reg [11:0] color,
    output reg hsync, vsync
    );
    wire clk_25MHz, hsig, vsig, visible;
    wire [11:0] RBG;
    clkdiv25MHz c0 (clk, clk_25MHz);
    signals s0 (clk_25MHz, hsig, vsig, visible);
    color c1 (clk_25MHz, switch, visible, RBG);
   always @(posedge clk)begin
    hsync <= hsig;
    vsync <= vsig;
    color <= RBG;
   end
endmodule
module signals(
input clk_25MHz,
output reg hsync, vsync, visible
);
reg [9:0] hcount, vcount;
reg hsig, vsig;
initial begin
hcount = 0;
vcount = 0;
hsync = 1;
vsync = 1;
visible = 1;
end 
always@(posedge clk_25MHz) begin
    if(hcount == 799) begin
        hcount = 0;
        if(vcount == 524) vcount = 0;
        else vcount = vcount + 1;
    end
    else hcount = hcount + 1;
    if((659<=hcount) && (hcount <= 755)) hsig = 0;
    else hsig = 1;
    if((493<=vcount)&&(vcount<=494)) vsig = 0;
    else vsig = 1;
    hsync = hsig;
    vsync = vsig;
    if((hcount>=0)&&(hcount<=639)&&(vcount>=0)&&(vcount<=479)) visible = 1;
    else visible = 0;
end
endmodule
module color(
    input clk_25MHz,
    input [7:0] switch,
    input visible,
    output reg [11:0] color,
    output reg [7:0] switch1
);
    always@(*) begin
        switch1 <= switch;
        if(visible)begin
            case(switch)
            8'b00000001: color = {4'h0,4'h0,4'h0};  
            8'b00000010: color = {4'h0,4'h0,4'hF};  
            8'b00000100: color = {4'hB,4'h3,4'h3};  
            8'b00001000: color = {4'h0,4'hF,4'hF};  
            8'b00010000: color = {4'hF,4'h0,4'h0};  
            8'b00100000: color = {4'hF,4'h0,4'hF};  
            8'b01000000: color = {4'hF,4'hF,4'h0};  
            8'b10000000: color = {4'hF,4'hF,4'hF};  
            default: color = 12'h000;  
            endcase
        end
        else color = 12'h000;
    end
endmodule
module clkdiv25MHz(
    input clk, 
    output reg clk_out
    );
    reg [1:0] COUNT;
    initial begin
    COUNT = 0;
    clk_out = 1;
    end
    always @(posedge clk)
    begin
        if (COUNT == 1) begin
        clk_out = ~clk_out;
        COUNT = 0;
        end
    else COUNT = COUNT + 1;
    end
endmodule
```
`run.sh`:
```
#!/bin/bash
# OpenROAD 26Q1-2900-gdf79404cd8, Yosys 0.63+post, stock flow scripts
make -C /OpenROAD-flow-scripts/flow DESIGN_CONFIG=/design/flow/config.mk WORK_HOME=/design/flow/orfs finish
```
`config.mk`:
```
export PLATFORM = sky130hd
export DESIGN_NAME = vga
export DESIGN_NICKNAME = vga
export VERILOG_FILES = /design/flow/design.v
export SDC_FILE = /design/flow/constraint.sdc
export NUM_CORES = 4
export LEC_CHECK = 1
export CORE_AREA = 10 10 108 108
export DIE_AREA = 0 0 118 118
```
`constraint.sdc`:
```
current_design vga

set clk_period 2.0
set clk_io_pct 0.2

create_clock -name clk0 -period $clk_period [get_ports {clk}]

set non_clock_inputs [all_inputs -no_clocks]
set_input_delay [expr $clk_period * $clk_io_pct] -clock clk0 $non_clock_inputs
set_output_delay [expr $clk_period * $clk_io_pct] -clock clk0 [all_outputs]
```
==> ci_impl_report.md <==
### Flow metrics

| Metric | Value |
|---|---|
| Outcome | finished clean |
| Placed Cells | between 300 and 400 |
| Crit start category | input pin |
| Peak Freq | between 600 and 700 MHz |
| Slew HR | roughly half |
| Synthesized registers | 34 |
| Synthesized cell area | approximately 1800 um^2 |
| Worst Hold Class | flop to flop |
| Synth Flop Type | dfxtp_1 |
| Register pins left without a clock | 23 |
| Worst clock skew | 0.0000887 ns |
| Max Cap Viol | 0 |
| Initial drt markers | between 40 and 50 |
| Worst Tran Pin Value | 0.747 ns |
| Vias in the first global route | between 1,000 and 1,500 |
| Area growth syn-to-layout | 20.5% |
| Antenna diode count | 0 |
| Peak supply drop | 0.115 mV |
| Endpoints left unconstrained | 25 |
| Root buffer cell | clkbuf_8 |
| Critical path class | input pin to flop |
| Post-Synthesis Cells | 208 |
| Pwr per Cell Area | ~220 nW/um^2 |
| Synth area leaders | dfxtp_1 (36%), o21ai_0 (3.8%), xnor2_1 (3.8%) |
| Final max-slew violation count | 0 |
| Setup violations, final | 0 |
| Hold Vio Cnt, Final | 0 |
| Comb power frac | between 10% and 20% |
| Register area | between 600 and 700 um^2 |
| Logic area | 1030 um^2 |
| Filler cell count | 1,015 |
| Fin crit share | 82.4% |
| Gp weighted congestion | a little over 0.9 |
| CTS hold repair buffers | 0 |
| Non-filler cells, final | between 300 and 400 |
| Share of post-route cells with drive strength above 1 | under 10% |
| Post-synth top area cell | dfxtp_1 |
| Buffers on Ports | 22 |
| Residual DRC | 0 |
| DRT antenna net count | 0 |
| RSZ-0062 raised after global routing | false |
| Critical Path RT | approximately 2.2 ns |
| Drt total wl | approximately 3600 um |
| Placement Rows | 35 |
| Yosys stat chip area | ~1800 um^2 |
| Distinct cells, synth | about 57 |
| Cell with the most instances after synthesis | dfxtp_1 |
| NetSw | 0.000105 W |
| Sequential share of power | 45.1% |
| Clock share of power | between 40 and 50% |
| Io pins | 23 |
| Post-DP HPWL | approximately 2800 um |
| WL/cell | a little over 10 um |
| Die Footprint | about 14,000 um^2 |
| Die Wd | 118 um |
| Max clock buf depth | 2 |
| Synth top cells by count | dfxtp_1 (33), nand2_1 (16), nor2_1 (16) |
| Overall Global Routing Usage | under 10% |
| Final min period | 1.65 ns |
| CTS Buf Count | 3 |
| Largest net degree at the start of global routing | 25 |
| Switching part of the total | around a fifth |
| Worst skew pair latency | approximately 0.23 ns |
| Setup Buffers After CTS | 0 |
| Flop-to-flop setup slack | approximately 1.1 ns |
| Dominant cell area share | between 30% and 40% |
| Fin Setup TNS | 0 ns |
| Internal power | between 0.0003 and 0.0004 W |
| Gr ovfl total | 0 |
| CTS tree | done |
| Effective utilization at floorplan | 19.8% |
| Drt pass-1 iters | 4 |
| Ys cells | between 200 and 250 |
| Crit path capture type | flop |
| Post-synth EDFFs | 1 |
| Post-DR vias/cell | ~4.3 |
| Synth warnings | 4 |
| Cts repair resizes | 0 |
| First-pass GRT wire length | just over 6000 um |
| Worst Path Max Fanout | 3 |
| H-Tree Depth | 1 |
| Via count | approximately 1,500 |
| Final Core Density | about a quarter |
| Die height | 118 um |
| Clock slew seen by the registers of the worst setup and hold paths | 0.05 ns |
| OpenROAD warnings | 27 |
| CP arrival | between 1.5 and 2 ns |
| Sequential-to-total area share from yosys stat | 37.5% |
| Initial antenna violation count | 0 |
| WHS | around 0.43 ns |
| Post-synth ARST share | 0% |
| Core ar. | between 9000 and 10,000 um^2 |
| LEAKAGE | 0.761 nW |
| Synth Area per Inst | approximately 8.9 um^2 |
-- sequential cells by signal, summed over array words and instances, names as in the netlist --
register / flops
s0.visible: 1
c0.clk_out: 1
s0.hsync: 1
s0.hcount: 10
color: 6
s0.vsync: 1
s0.vcount: 10
c0.COUNT: 2
vsync: 1
hsync: 1
-- path summary, 6_finish.rpt --
| path | start | to | cells after the start |
|---|---|---|---|
| worst max register to register | c0.clk_out | c0.clk_out | 2 |
| worst min-delay path | c0.COUNT[0] | c0.COUNT[0] | 1 |
| worst max-delay path | switch[0] | color[1] | 5 |
| worst min register to register | c0.COUNT[0] | c0.COUNT[0] | 1 |
-- placed cells by master (no fill, tap or decap), types with 2 or more instances in the layout --
cell type / count
a21boi_0: 2
a21o_1: 2
a21oi_1: 6
and2_1: 2
and3_1: 4
buf_4: 4
clkbuf_8: 3
clkdlybuf4s50_1: 22
dfxtp_1: 33
ha_1: 5
inv_1: 12
nand2_1: 16
nand3_1: 9
nand3b_1: 4
nand4_1: 6
nor2_1: 16
nor3_1: 7
nor4_1: 3
o21a_1: 2
o21ai_0: 14
o221ai_1: 2
o311ai_0: 2
o31ai_1: 4
or2_2: 2
xnor2_1: 8
xor2_1: 6
-- cells by family (layout without fill, tap and decap cells) --
kind of cell               count (synthesis)  count (layout)  synth area share [%]
AOI/OAI and AO/OA                         47              47                  18.9
xor gates and xnor gates                  14              14                  6.66
adders and majority gates                  5               5                  3.40
buffers and inverters                     23              42                  6.79
DFF                                       34              34                  37.5
muxes                                      1               1                 0.543
and+or+nand+nor                           84              84                  26.2
-- area by class of cell --
class | instances | share of cell area, %
flip-flops and latches | 34 | 31.1
well taps | 129 | 7.27
inverters | 12 | 2.03
clock inverters | 1 | 0.225
repair buffers | 26 | 11.3
clock buffers | 3 | 1.86
multi-input cells | 151 | 46.2
-- layer usage --
layer	routed length, um	part of all wire [%]	vias to the layer above	GRT usage (%)
li1	-	-	794	-
met1	1970	55	697	7.16
met2	1440	40	29	7.31
met3	160	4.4	4	1.02
met4	29	0.81	0	0.696
met5	0	0	-	0
-- metrics by stage --
stage          setup WS (ns)  total power [W]  area (um^2)
2_1_floorplan          0.766         0.000245         1840
3_3_place_gp           0.162         0.000277         2170
3_5_place_dp           0.139         0.000276         2170
4_1_cts                0.363         0.000496         2220
5_1_grt                0.213         0.000511         2220
6_report               0.352         0.000493         2220
-- worst max-delay path, cell delays in order --
cell and delay [ns]:
clkdlybuf4s50_1 0.44, nor3_1 0.26, nand2_1 0.12, nor4_1 0.41, o21a_1 0.20
-- power by group through the flow --
stage / Combinational (W) / Clock (W) / Sequential [W]
CTS: 0.0000503 / 0.000223 / 0.000222
global route: 0.0000561 / 0.000233 / 0.000222
finish: 0.0000507 / 0.000220 / 0.000222
Power is estimated from default activity; no workload was simulated.
